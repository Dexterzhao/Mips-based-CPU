===== ./run.sh =====
#!/bin/bash
# OpenROAD 26Q1-2900-gdf79404cd8, Yosys 0.63+post, stock flow scripts
make -C /OpenROAD-flow-scripts/flow DESIGN_CONFIG=/design/flow/config.mk WORK_HOME=/design/flow/orfs finish

===== ./config.mk =====
export PLATFORM = sky130hd
export DESIGN_NAME = SRAM_loader
export DESIGN_NICKNAME = SRAM_loader
export VERILOG_FILES = /design/flow/design.v
export SDC_FILE = /design/flow/constraint.sdc
export NUM_CORES = 4
export LEC_CHECK = 1
export CORE_UTILIZATION = 30

===== ./constraint.sdc =====
current_design SRAM_loader

set clk_period 4.9
set clk_io_pct 0.2

create_clock -name clk0 -period $clk_period [get_ports {clk}]

set non_clock_inputs [all_inputs -no_clocks]
set_input_delay [expr $clk_period * $clk_io_pct] -clock clk0 $non_clock_inputs
set_output_delay [expr $clk_period * $clk_io_pct] -clock clk0 [all_outputs]

===== ./design.v =====
`timescale 1ns / 1ps
module N4_DISP(
    output [7 : 0] LED_out_rev,
    output [7 : 0] LED_ctrl_rev,
    input clk,
    input rst,
    input [31 : 0] data_in
    );
	reg [7 : 0] LED_out;
	reg [7 : 0] LED_ctrl;
	reg [3 : 0] LED_content;
	reg [19 : 0] timer;
	assign LED_out_rev = LED_out;
	assign LED_ctrl_rev = LED_ctrl;
	always @(posedge clk or negedge rst)
	begin
		if (rst == 0)
		begin
			timer <= 0;
		end
		else
		begin
			if (timer < 12500)
			begin
				LED_ctrl <= 8'b01111111;
				LED_content <= data_in[31 : 28];
				timer <= timer+1;
			end
			else if (timer < 25000)
			begin
				LED_ctrl <= 8'b10111111;
				LED_content <= data_in[27 : 24];
				timer <= timer+1;
			end
			else if (timer < 37500)
			begin
				LED_ctrl <= 8'b11011111;
				LED_content <= data_in[23 : 20];
				timer <= timer+1;
			end
			else if (timer < 50000)
			begin
				LED_ctrl <= 8'b11101111;
				LED_content <= data_in[19 : 16];
				timer <= timer+1;
			end
			else if (timer < 62500)
			begin
				LED_ctrl <= 8'b11110111;
				LED_content <= data_in[15 : 12];
				timer <= timer+1;
			end
			else if (timer < 75000)
			begin
				LED_ctrl <= 8'b11111011;
				LED_content <= data_in[11 : 8];
				timer <= timer+1;
			end
			else if (timer < 87500)
			begin
				LED_ctrl <= 8'b11111101;
				LED_content <= data_in[7 : 4];
				timer <= timer+1;
			end
			else if (timer < 100000)
			begin
				LED_ctrl <= 8'b11111110;
				LED_content <= data_in[3 : 0];
				timer <= timer+1;
			end
			else if (timer == 100000)
			begin
				LED_ctrl <= 8'b11111110;
				LED_content <= data_in[3 : 0];
				timer <= 0;
			end
		end
	end
	always @(LED_content)
	begin
		case (LED_content)
			4'b0000:	LED_out <= 8'b00000011;
			4'b0001:	LED_out <= 8'b10011111;
			4'b0010:	LED_out <= 8'b00100101;
			4'b0011:	LED_out <= 8'b00001101;
			4'b0100:	LED_out <= 8'b10011001;
			4'b0101:	LED_out <= 8'b01001001;
			4'b0110:	LED_out <= 8'b01000001;
			4'b0111:	LED_out <= 8'b00011111;
			4'b1000:	LED_out <= 8'b00000001;
			4'b1001:	LED_out <= 8'b00001001;
			4'b1010:	LED_out <= 8'b00010001;
			4'b1011:	LED_out <= 8'b11000001;
			4'b1100:	LED_out <= 8'b01100011;
			4'b1101:	LED_out <= 8'b10000101;
			4'b1110:	LED_out <= 8'b01100001;
			4'b1111:	LED_out <= 8'b01110001;
		endcase
	end
endmodule
`timescale 1ns / 1ps
module SRAM(
    input enable,
    input writenable,
    input [31 : 0] address,
    input [31 : 0] data_write,
    output reg [31 : 0] data_read,
    inout [15 : 0] data_sram,
    output reg [22 : 0] addr2sram,
    output reg cs,
    output reg we,
    output reg oe,
    output reg ub,
    output reg lb,
	 input clk,
    input rst,
	 output reg write_done,
	 output reg read_done
    );
	reg real_clk;
	reg [10 : 0] second_timer;
	reg [15 : 0] data_write16;
	always @(posedge clk or negedge rst)
	begin
		if (rst == 0)
		begin
			second_timer <= 0;
		end
		else
		begin
			second_timer <= second_timer+1;
			if (second_timer >= 8)
			begin
				second_timer <= 0;
				real_clk <= 1'b1;
			end
			if (second_timer < 4)
			begin
				real_clk <= 1'b1;
			end
			else
			begin
				real_clk <= 1'b0;
			end
		end
	end
	reg [3 : 0] state;
	reg [3 : 0] next_state;
	parameter
		_Idle = 0,
		_IdleJmp = 1,	 
		_Read0 = 2,
		_Read1 = 3,
		_Read2 = 4,
		_Read3 = 5,
		_Read4 = 6,
		_Write0 = 8,
		_Write1 = 9,
		_Write2 = 10,
		_Write3 = 11;
	always @(posedge real_clk or negedge rst)
	begin
		if (rst == 0)
		begin
			state <= _Idle;
		end
		else
		begin
			state <= next_state;
		end
	end
	always @(negedge real_clk or negedge rst)
	begin
		if (rst == 0)
		begin
			read_done <= 0;
			write_done <= 0;
		end
		else if (state == _Read4)
		begin
			read_done <= 1;
			write_done <= 0;
		end
		else if (state == _Write3)
		begin
			read_done <= 0;
			write_done <= 1;
		end
		else
		begin
			read_done <= 0;
			write_done <= 0;
		end
	end
	always @(state)
	begin
		case (state)
			_Idle:
				begin
					addr2sram <= {7'b0000001, 16'hffff};
					cs <= 1'b1;
					we <= 1'b1;
					oe <= 1'b1;
					ub <= 1'b1;
					lb <= 1'b1;
					if (enable == 1'b1)
					begin
						if (writenable == 1'b1)
						begin
							next_state <= _Write0;
						end
						else
						begin
							next_state <= _Read0;
						end
					end
					else
					begin
						next_state <= _IdleJmp;
					end
				end
			_IdleJmp:	 
				begin
					if (enable == 1'b1)
					begin
						if (writenable == 1'b1)
						begin
							next_state <= _Write0;
						end
						else
						begin
							next_state <= _Read0;
						end
					end
					else
					begin
						next_state <= _Idle;
					end
				end
			_Read0:
				begin
					addr2sram <= address[22 : 0];
					cs <= 1'b0;
					we <= 1'b1;
					ub <= 1'b0;
					lb <= 1'b0;
					oe <= 1'b0;
					next_state <= _Read1;
				end
			_Read1:
				begin
					data_read[31 : 16] <= data_sram;
					next_state <= _Read2;
				end
			_Read2:
				begin
					cs <= 1'b1;
					we <= 1'b1;
					oe <= 1'b1;
					ub <= 1'b1;
					lb <= 1'b1;
					next_state <= _Read3;
				end
			_Read3:
				begin
					addr2sram <= address[22 : 0]+1'b1;
					cs <= 1'b0;
					we <= 1'b1;
					ub <= 1'b0;
					lb <= 1'b0;
					oe <= 1'b0;
					next_state <= _Read4;
				end
			_Read4:
				begin
					data_read[15 : 0] <= data_sram;
					next_state <= _Idle;
				end
			_Write0:
				begin
					addr2sram <= address[22 : 0];
					next_state <= _Write1;
				end
			_Write1:
				begin
					cs <= 1'b0;
					we <= 1'b0;
					ub <= 1'b0;
					lb <= 1'b0;
					oe <= 1'b1;
					data_write16 <= data_write[31 : 16];
					next_state <= _Write2;
				end
			_Write2:
				begin
					addr2sram <= address[22 : 0]+1'b1;
					cs <= 1'b1;
					we <= 1'b1;
					oe <= 1'b1;
					ub <= 1'b1;
					lb <= 1'b1;
					next_state <= _Write3;
				end
			_Write3:
				begin
					cs <= 1'b0;
					we <= 1'b0;
					ub <= 1'b0;
					lb <= 1'b0;
					oe <= 1'b1;
					data_write16 <= data_write[15 : 0];
					next_state <= _Idle;
				end
		endcase
	end
	assign data_sram = oe ? data_write16 : 16'hzzzz;
endmodule
`timescale 1ns / 1ps
module BaudRate(
    input clk,
	 output reg real_clk
    );
	reg [15 : 0] timer;
	reg [7 : 0] fixer;
	initial
	begin
		fixer = 0;
	end
	always @(posedge clk)   
	begin
		if (timer == 26)
		begin
			real_clk <= 1'b1;
			timer <= timer+1;
		end
		else if (timer == 53)
		begin
			real_clk <= 1'b0;
			timer <= 0;
			fixer <= fixer+1;
		end
		else
		begin
			timer <= timer+1;
		end
		if (fixer >= 4)
		begin
			timer <= timer+1;
			fixer <= 0;
		end
	end
endmodule
`timescale 1ns / 1ps
module Receiver(
    input clk,
	 input rxd,
	 output reg [7 : 0] data_out,
	 output reg rec_sig,
	 output reg frame_err
    );
	reg [7 : 0] cnt;
	reg rec, rec_sig_buf, rec_sig_fall, result, idle;
	parameter parity_mode = 1'b0;
	always @(posedge clk)    
	begin
		rec_sig_buf <= rxd;
		rec_sig_fall <= rec_sig_buf & (~rxd);
	end
	always @(posedge clk)
	begin
		if (rec_sig_fall && (~idle))  	 
		begin
			rec <= 1'b1;
		end
		else if(cnt == 8'd160)  			 
		begin
			rec <= 1'b0;
		end
	end
	always @(posedge clk)
	begin
		if(rec == 1'b1)
		begin
			case (cnt)
				8'd0:								 
					begin
						idle <= 1'b1;
						cnt <= cnt + 8'd1;
						rec_sig <= 1'b0;
					end
				8'd24:  							 
					begin
						idle <= 1'b1;
						data_out[0] <= rxd;
						result <= parity_mode^rxd;
						cnt <= cnt + 8'd1;
						rec_sig <= 1'b0;
					end
				8'd40: 							 
					begin
						idle <= 1'b1;
						data_out[1] <= rxd;
						result <= result^rxd;
						cnt <= cnt + 8'd1;
						rec_sig <= 1'b0;
					end
				8'd56: 							 
					begin
						idle <= 1'b1;
						data_out[2] <= rxd;
						result <= result^rxd;
						cnt <= cnt + 8'd1;
						rec_sig <= 1'b0;
					end
				8'd72: 							 
					begin
						idle <= 1'b1;
						data_out[3] <= rxd;
						result <= result^rxd;
						cnt <= cnt + 8'd1;
						rec_sig <= 1'b0;
					end
				8'd88: 							 
					begin
						idle <= 1'b1;
						data_out[4] <= rxd;
						result <= result^rxd;
						cnt <= cnt + 8'd1;
						rec_sig <= 1'b0;
					end
				8'd104: 							 
					begin
						idle <= 1'b1;
						data_out[5] <= rxd;
						result <= result^rxd;
						cnt <= cnt + 8'd1;
						rec_sig <= 1'b0;
					end
				8'd120:     					 
					begin
						idle <= 1'b1;
						data_out[6] <= rxd;
						result <= result^rxd;
						cnt <= cnt + 8'd1;
						rec_sig <= 1'b0;
					end
				8'd136:     					 
					begin
						idle <= 1'b1;
						data_out[7] <= rxd;
						result <= result^rxd;
						cnt <= cnt + 8'd1;
						rec_sig <= 1'b0;
					end
				8'd152:
					begin
						idle <= 1'b1;
						if(1'b1 == rxd)
						begin
							frame_err <= 1'b0;
						end
						else
						begin
							frame_err <= 1'b1;      
						end
						cnt <= cnt + 8'd1;
						rec_sig <= 1'b1;
					end
				default:
					begin
						cnt <= cnt + 8'd1;
					end
			endcase
		end
		else
		begin
			cnt <= 8'd0;
			idle <= 1'b0;
			rec_sig <= 1'b0;
		end
	end
endmodule
`timescale 1ns / 1ps
module SRAM_loader(
    input [7 : 0] switch,
    output [7 : 0] LED_out,
    output [5 : 0] LED_ctrl,
    input write,
    input read,
	 input clk,
	 inout [15 : 0] data_sram,
    output [18 : 0] addr2sram,
    output cs,
    output we,
    output oe,
    output ub,
    output lb,
	 output psram_adv,
	 output psram_cre,
	 output psram_clk,
	 input rst,
	 input rxd,
	 output enable
    );
	reg [15 : 0] address;
	wire rst_rev = ~rst;
	wire [15 : 0] address2SRAM;
	wire [15 : 0] data_write;
	wire [15 : 0] data_out;
	assign enable = write_sig | read;
	assign psram_adv = 1'b0;
	assign psram_cre = 1'b0;
	assign psram_clk = 1'b0;
	assign address2SRAM = address;
	assign data_write = saver;
	wire [7 : 0] data_received;
	wire rec_sig;
	wire frame_err;
	wire real_clk;
	reg half_word;
	reg write_sig;
	reg [15 : 0] saver;
	wire write_done;
	always @(posedge rec_sig)
	begin
		if (write_sig == 0)
		begin
			if (half_word == 0)
			begin
				half_word <= 1;
				saver[15 : 8] <= data_received;
			end
			else
			begin
				half_word <= 0;
				saver[7 : 0] <= data_received;
			end
		end
	end
	always @(posedge rec_sig or posedge write_done)
	begin
		if (write_done)
		begin
			write_sig <= 0;
		end
		else
		begin
			write_sig <= half_word;
		end
	end
	always @(posedge write_done)
	begin
		address <= address+1;
	end
	initial
	begin
		address <= 1;
		half_word <= 0;
		write_sig <= 0;
	end
	N4_DISP
		N4_7Segment(LED_out, LED_ctrl, clk, rst_rev, {switch, data_out});
	SRAM
		SRAM_Unit(enable, write_sig, address2SRAM, data_write, data_out, data_sram, addr2sram, cs, we, oe, ub, lb, clk, rst_rev, write_done);
	BaudRate
		UART_Baud(clk, real_clk);
	Receiver
		UART_Receiver(real_clk, rxd, data_received, rec_sig, frame_err);
endmodule

==> metrics.yaml <==
detailed_routing:
  wl_per_cell_um: 12.5
  antenna-diode-count: 0
  via_count: 5232
  drcViolationCount: 0
  drtIter0Drc: 299
  first_pass_iters: 4
  antenna_left: 0
  wirelength_mm: 14.2
  avgViaCountPerCell: 4.60
synthesis:
  syn_area_per_cell_um2: 9.83
  area_leaders: "sky130_fd_sc_hd__dfxtp_1 16%, sky130_fd_sc_hd__edfxtp_1 14%, sky130_fd_sc_hd__dfrtp_1 12%"
  yosys_cells: 777
  synthesized_instance_count: 777
  ff_type: "sky130_fd_sc_hd__dfxtp_1"
  ys_async_sr_fraction_pct: 19.5
  yosys.cell_types.count: 77
  yosys-top-cells-count: "72 x sky130_fd_sc_hd__nand2_1, 64 x sky130_fd_sc_hd__nor2_1, 61 x sky130_fd_sc_hd__dfxtp_1"
  synth.yosys.warnings: 12
  yosys.area.top_type_share_pct: 16.0
  top_cell: "sky130_fd_sc_hd__nand2_1"
  syn-cell-area_um2: 7640
  synth_area_leader_cell: "sky130_fd_sc_hd__dfxtp_1"
  synth.ff_latch_count: 190
  ys_area_um2: 7640
  enable_flop_cells: 36
final_layout:
  layout.filler_cells: 2503
  postLayoutCoreUtil_pct: 34.5
  final-comb-area_um2: 3240
  areaGrowthSynthToFinish_pct: 13.5
  drive_gt1_share_pct: 5.57
  area_used_by_sequential_logic_in_the_layout_um2: 4070
clock_tree:
  cts_resized: 0
  cts_max_level: 3
  numCtsBuffers: 9
  postCtsHoldBufs: 0
  cts.clk_slew.worst_paths_ps: 70
  worst_skew_pair.late_latency_ps: 330
  cts-root-buf: "sky130_fd_sc_hd__clkbuf_16"
  clock_tree.buffer_depth: 2
  tritoncts: "built"
  cts.repair_timing.setup_buffer_count: 0
grt:
  pin_count_of_the_biggest_net_entering_global_routing: 38
  grt_antenna_before_repair: 0
  grt_pass1_wl_mm: 23.6
  vias_in_the_first_global_route: 4761
  grt_overflow_total: 0
  tot_gr_track_use_pct: 11.3
power_and_ir_drop:
  power_leakage_nw: 3.47
  power.ir.vdd_worst_mv: 0.163
  powerDensity_nw_per_um2: 170
sta:
  relSlewSlack_pct: 42.7
  worst_clock_skew_ps: 13.6
  grt_setup_unrepaired: "false"
  post-route-period-util_pct: 68.5
  period_needed_ps: 3360
  worst_margin_pin_slew_ps: 856
  unclocked_regs: 116
  setup_viol_count_final: 0
  number_of_pins_with_negative_max_slew_slack_in_the_final_report: 0
  setup_tns_ps: 0
  unconstrained_endpoints: 179
  max_clock_freq_mhz: 298
  timing.final.hold_violations: 0
flow_run:
  warning_count: 36
  maxCapViolCount: 0
critical_path:
  ff2ff_path_depth: 13
  rrSetupSlack_ps: 1540
  crit_arrival_ps: 3580
  cp_max_fo: 17
  worst_r2r_endpoint: "LED_out[1]"
  cp-end-kind: "flip-flop"
  worst_r2r_startpoint: "N4_7Segment.timer[0]"
  setup.worst_path.start_class: "flip-flop"
  crit_required_ps: 5130
  timing_worst_setup_path_type: "flip-flop to flip-flop"
floorplanning:
  ios: 71
  fp.dieArea_um2: 26100
  std_cell_rows: 58
  fp_util_pct: 30.4
  chipHeight_um: 162
  die_w_um: 162
  placeableCoreArea_um2: 25100
place:
  place.gp.congestion: 0.832
  dp_hpwl_mm: 10.4
  placement.io_buffers: 47
status:
  outcome: "finished clean"
worst_hold_path:
  hold_path_class: "flip-flop to flip-flop"
  hold_start: "N4_7Segment.timer[17]"
  worst_hold_path.num_cells: 0
  worst_hold_end: "N4_7Segment.timer[17]"
==> per-layer routing <==
metal | track usage, % | up-vias | share of wire [%]
li1 | - | 2727 | -
met4 | 0.772 | 0 | 0.75
met2 | 18.2 | 96 | 47
met1 | 16.7 | 2400 | 47
met5 | 0 | - | 0
met3 | 2.80 | 9 | 5.8
==> cell type report <==
| cell class | instances | share of cell area [%] |
|---|---|---|
| flip-flops and latches | 190 | 46.9 |
| multi-input cells | 515 | 37.4 |
| repair buffers | 53 | 5.95 |
| well taps | 330 | 4.76 |
| clock buffers | 9 | 2.60 |
| inverters | 34 | 1.47 |
| clock inverters | 7 | 0.880 |
==> cell usage in the layout (no fill, tap or decap), types with 25 or more instances in the layout <==
| cell | Yosys | layout |
|---|---|---|
| sky130_fd_sc_hd__dlxtn_1 | 40 | 40 |
| sky130_fd_sc_hd__dfrtp_1 | 36 | 36 |
| sky130_fd_sc_hd__nor2_1 | 64 | 64 |
| sky130_fd_sc_hd__dfxtp_1 | 61 | 61 |
| sky130_fd_sc_hd__a21oi_1 | 26 | 26 |
| sky130_fd_sc_hd__edfxtp_1 | 36 | 36 |
| sky130_fd_sc_hd__and2_1 | 25 | 25 |
| sky130_fd_sc_hd__xnor2_1 | 30 | 30 |
| sky130_fd_sc_hd__inv_1 | 34 | 34 |
| sky130_fd_sc_hd__clkdlybuf4s50_1 | 0 | 47 |
| sky130_fd_sc_hd__nand2_1 | 72 | 72 |
| sky130_fd_sc_hd__o21ai_0 | 26 | 26 |
==> worst max-delay path: stages (launching register included) <==
cell	delay, ps
sky130_fd_sc_hd__dfrtp_1	430
sky130_fd_sc_hd__inv_1	80
sky130_fd_sc_hd__ha_1	140
sky130_fd_sc_hd__or4b_4	470
sky130_fd_sc_hd__nor4_4	170
sky130_fd_sc_hd__o21ai_2	110
sky130_fd_sc_hd__a311oi_4	300
sky130_fd_sc_hd__buf_4	280
sky130_fd_sc_hd__nor2b_1	90
sky130_fd_sc_hd__a41oi_1	370
sky130_fd_sc_hd__inv_1	120
sky130_fd_sc_hd__ha_1	250
sky130_fd_sc_hd__mux2_2	270
sky130_fd_sc_hd__a22o_1	170
==> sequential cells by signal (all words and copies together), names as in the netlist, 11 cells and up <==
register                cells
SRAM_Unit.second_timer     11
SRAM_Unit.addr2sram        17
SRAM_Unit.data_read        16
N4_7Segment.timer          20
address                    16
saver                      16
data_sram                  16
UART_Baud.timer            16
==> stage by stage <==
step                total power [W]  cells  setup WS, ps  area, um2  hold slack, ps
global route                0.00155   1138          1370       8670             459
global placement           0.000829   1122          1550       8370             434
floorplan                  0.000786    793          1580       7700             431
detailed placement         0.000830   1122          1570       8370             438
CTS                         0.00150   1138          1540       8670             455
finish                      0.00148   1138          1540       8670             455
==> kinds of logic after synthesis <==
logic type / after synthesis / share of synthesized area [%]
xor gates and xnor gates: 51 / 5.85
muxes: 14 / 1.96
other: 2 / 0.0983
latches: 56 / 11.0
and+or+nand+nor: 278 / 18.6
AOI/OAI and AO/OA: 137 / 12.3
buffers and inverters: 88 / 5.14
DFF: 134 / 42.2
adders and majority gates: 17 / 2.78
==> where the power goes <==
| group | internal, W | total [W] | switching (W) |
|---|---|---|---|
| sequential | 0.000666 | 0.000710 | 0.0000435 |
| clock | 0.000398 | 0.000661 | 0.000264 |
| combinational | 0.0000575 | 0.000106 | 0.0000488 |
==> worst max path at each step <==
stage                        start  cells after the start  slack (ps)          to
finish        N4_7Segment.timer[0]                     13        1540  LED_out[1]
global route  N4_7Segment.timer[0]                     13        1370  LED_out[1]
CTS           N4_7Segment.timer[0]                     13        1540  LED_out[1]
No activity file was given, so power comes from the tool's default toggle rates.
