==> design/flow/design.v <==
`timescale 1ns / 1ps
module Instruction_Memory(
    output [15 : 0] data_out,
    input [15 : 0] address
    );
	reg [15 : 0] memory [255 : 0];
	initial
	begin
		memory[0] = 16'b0110111110111111;
		memory[1] = 16'b0011011111100000;
		memory[2] = 16'b0110100101001000;
		memory[3] = 16'b0110101100000000;
		memory[4] = 16'b1101101100100000;
		memory[5] = 16'b0110100101100101;
		memory[6] = 16'b1101101100100001;
		memory[7] = 16'b0110100101101100;
		memory[8] = 16'b1101101100100010;
		memory[9] = 16'b0110100101101100;
		memory[10] = 16'b1101101100100011;
		memory[11] = 16'b0110100101101111;
		memory[12] = 16'b1101101100100100;
		memory[13] = 16'b0110100100101100;
		memory[14] = 16'b1101101100100101;
		memory[15] = 16'b0110100100100000;
		memory[16] = 16'b1101101100100110;
		memory[17] = 16'b0110100101110111;
		memory[18] = 16'b1101101100100111;
		memory[19] = 16'b0110100101101111;
		memory[20] = 16'b1101101100101000;
		memory[21] = 16'b0110100101110010;
		memory[22] = 16'b1101101100101001;
		memory[23] = 16'b0110100101101100;
		memory[24] = 16'b1101101100101010;
		memory[25] = 16'b0110100101100100;
		memory[26] = 16'b1101101100101011;
		memory[27] = 16'b0110100100100001;
		memory[28] = 16'b1101101100101100;
		memory[29] = 16'b0110100100000000;
		memory[30] = 16'b1101101100101101;
		memory[31] = 16'b0110110000000000;
		memory[32] = 16'b0110100100000000;
		memory[33] = 16'b1001100101100000;
		memory[34] = 16'b0010001100000111;
		memory[35] = 16'b0100100100000001;
		memory[36] = 16'b0101101101111011;
		memory[37] = 16'b0110000011111011;
		memory[38] = 16'b0101101101100001;
		memory[39] = 16'b0110000111111001;
		memory[40] = 16'b0100110000000001;
		memory[41] = 16'b0001011111110111;
		memory[42] = 16'b1101111110000000;
		memory[43] = 16'b1000000000000000;
	end
	assign data_out = memory[address];
endmodule
==> design/flow/run.sh <==
#!/bin/bash
# OpenROAD 26Q1-2900-gdf79404cd8, Yosys 0.63+post, stock flow scripts
make -C /OpenROAD-flow-scripts/flow DESIGN_CONFIG=/design/flow/config.mk WORK_HOME=/design/flow/orfs finish
==> design/flow/config.mk <==
export PLATFORM = sky130hd
export DESIGN_NAME = Instruction_Memory
export DESIGN_NICKNAME = Instruction_Memory
export VERILOG_FILES = /design/flow/design.v
export SDC_FILE = /design/flow/constraint.sdc
export NUM_CORES = 4
export LEC_CHECK = 1
export CORE_AREA = 10 10 73 73
export DIE_AREA = 0 0 83 83
==> design/flow/constraint.sdc <==
current_design Instruction_Memory

set clk_period 1.9
set clk_io_pct 0.2

create_clock -name clk0 -period $clk_period

set non_clock_inputs [all_inputs -no_clocks]
set_input_delay [expr $clk_period * $clk_io_pct] -clock clk0 $non_clock_inputs
set_output_delay [expr $clk_period * $clk_io_pct] -clock clk0 [all_outputs]
==> job_summary.md <==
## Implementation flow summary

| Metric | Value |
|---|---|
| Status | `complete, but fails checks` |
| Failing checks | `setup timing` |
| Pwr Total | `0.0004699 W` |
| # clk buffers | `0` |
| Slew headroom | `80.45%` |
| Layout cells sized above 1 | `65.14%` |
| DR WL/cell | `16.40 um` |
| Hold Slack | `1.287 ns` |
| Worst Path Max Fanout | `5` |
| Max Cap Viol | `0` |
| DRC viols | `0` |
| Leakage power | `0.8467 nW` |
| Most numerous logic cells after layout | `buf_4, buf_6, buf_2` |
| Vias | `1,399` |
| Die Ht | `83 um` |
| Top cells by area | `ha_1, o21ai_0, a21oi_1` |
| Final Max Slew Viols | `0` |
| Area leader share | `16.99%` |
| Worst hold path type | `in -> out` |
| Final Hold Viols | `0` |
| Final min period | `2.138 ns` |
| Final GP Congestion | `0.8733` |
| # Cells Yosys | `143` |
| Detailed-router iteration count before antenna repair | `4` |
| Detailed placement HPWL | `2.646 mm` |
| Crit-path max cell delay | `0.28 ns` |
| Finished layout cell area | `1981 sq um` |
| Commonest Layout Cell | `buf_4` |
| Post-synthesis cell area | `957.2 sq um` |
| Delay-heaviest family, CP | `AND-OR/OR-AND gates` |
| Crit Path Class | `in -> out` |
| Number of routed nets with antenna violations | `0` |
| Maximum clock rate | `467.8 MHz` |
| Flop pwr share | `0%` |
| Post-Layout Cell Count | `266` |
| Buffers on Ports | `22` |
| Placed cell count | `240` |
| Mean post-synth cell area | `6.693 sq um` |
| PnR worst setup slack | `-0.2379 ns` |
| Registers | `0` |
| Pwr dens | `237.3 nW/um^2` |
| Cell count after synthesis | `143` |
| Yosys stat area | `957.2 sq um` |
| Clock network fraction of design power | `0%` |
| Place WS | `-1.028 ns` |
| Fp util | `25.57%` |
| Crit path buf inv count | `3` |
| Vias in the first global route | `1,339` |
| Post-synth seq share | `0%` |
| Initial detailed-routing violation count | `83` |
| Cell type with the largest total area after synthesis | `ha_1` |
| GRT Total Usage | `11.18%` |
| Switch Pwr | `0.0002185 W` |
| First-pass GRT wire length | `6.858 mm` |
| Combinational Power Share | `100.0%` |
| DIE WIDTH | `83 um` |
| RSZ-0062 raised after global routing | `true` |
| Netlist cell types | `48` |
| Endpoints failing setup | `13` |
| Final WL | `4.362 mm` |
| Site Rows | `22` |
| P&R area growth vs syn | `106.9%` |
| Cell at the slowest stage of the critical path | `ha_4` |
| Storage element area | `0 sq um` |
| Diode count | `0` |
| GRT overflow | `0` |
| Final Cycle Share | `112.5%` |
| Critical Path Source Type | `input port` |
| Placed cell areas | `1476 sq um` |
| Peak VDD IR | `0.1249 mV` |
| WP data required | `1.52 ns` |
| Largest net degree at the start of global routing | `16` |
| Critical Path, Cell by Cell | `buf_8 -> clkinvlp_4 -> ha_4 -> and2_4 -> o21a_1 -> a311oi_2 -> o22ai_1 -> buf_2` |
| Worst-Margin Slew | `0.2927 ns` |
| Stage-log warning count | `56` |
| Int Pwr | `0.0002514 W` |
| Syn. warnings | `1` |
| Hold depth | `6` |
| Arrival time at the worst endpoint | `1.76 ns` |
| CP Capture Type | `output port` |
| I/O pins | `32` |
| Vias per Instance | `5.259` |
| Chip area | `6889 sq um` |
| Core ar. | `3744 sq um` |
| Switching portion of total power | `46.49%` |
| Initial antenna violation count | `0` |
| Worst path depth | `8` |
==> timing repair <==
action                     in CTS  in global routing
hold buffers                    0                  0
setup endpoints to repair      16                 15
cloned                          1                  0
resized                       126                 33
pin swaps                      31                 12
setup buffers                  24                  5
==> metal layers <==
layer | wire (um) | up-vias | track usage (%)
met3 | 140 | 4 | 0.6890
met4 | 22 | 0 | 0.4615
met1 | 2111 | 678 | 16.08
met2 | 2087 | 37 | 18.51
met5 | 0 | - | 0
li1 | - | 680 | -
==> Yosys cell counts (all sizes together) (2+ instances only) <==
master,instances
a21oi,14
nand2,14
nor2,14
o21ai,14
ha,13
buf,11
inv,8
clkbuf,3
nand3,3
nor3,3
o21a,3
o32ai,3
o41ai,3
a2111oi,2
a211oi,2
a2bb2oi,2
a31oi,2
and2,2
and2b,2
and3,2
nand2b,2
nor2b,2
nor4,2
==> worst paths after layout <==
check / to / slack (ns) / from
hold / removal: data_out[10] / 1.29 / address[1]
setup / recovery: data_out[0] / -0.24 / address[0]
==> power by group through the flow <==
stage | Combinational, W | Clock [W] | Sequential [W]
final | 0.000470 | 0 | 0
after CTS | 0.000415 | 0 | 0
after global routing | 0.000505 | 0 | 0
==> stage by stage <==
| stage | utilization, % | TNS [ns] |
|---|---|---|
| after floorplan | - | -0.09276 |
| after global placement | 39.44 | -14.25 |
| after detailed placement | 39.44 | -14.19 |
| after CTS | 48.70 | -1.101 |
| after global routing | 52.91 | -2.262 |
| final | 52.91 | -1.364 |
==> worst min-delay path, delay by kind of cell <==
| family | cells | cell delay (ns) |
|---|---|---|
| and+or+nand+nor | 1 | 0.06 |
| buffers and inverters | 4 | 0.40 |
| AOI/OAI and AO/OA | 1 | 0.07 |
==> cells by family (layout without fill, tap and decap cells) <==
kind of cell	Yosys count	count (layout)	synth area share, %
AND-OR/OR-AND	55	55	40.66
buffers and inverters	22	97	13.86
XOR/XNOR	1	1	0.9152
AND/OR/NAND/NOR	51	51	26.54
adder cells (fa/ha/maj)	14	14	18.04
==> cell type report <==
class | instances | area [sq um]
Tap cell | 48 | 60.06
Timing Repair Buffer | 89 | 753.2
Inverter | 8 | 40.04
Multi-Input combinational cell | 121 | 1127
Fill cell | 330 | 1763
No activity file was given, so power comes from the tool's default toggle rates.
